<file path="flow/design.v">
module SP(
  clk,
  rst,
  in_valid,
  instruction,
  busy,
  out_valid,
  out
);
input clk;
input rst;
input in_valid;
input [13:0] instruction;
output reg busy;
output reg out_valid;
output reg [7:0] out;
reg  s1_valid, s2_valid;
reg  [1:0]  s1_opcode, s2_opcode;
reg  [7:0]  s1_rs, s1_rt, s1_rd, s1_writedata;
reg  [3:0]  s1_target, s2_target, s1_rsaddr, s1_rtaddr;
reg  [15:0] s2_result;
reg  [7:0]  r0, r1, r2, r3, r4, r5, r6, r7, r8, r9, r10, r11, r12, r13, r14, r15;
always@(posedge clk)
begin
  if (rst) begin
    busy <= 0;
    out_valid <= 0;
    s1_valid <= 0;
    s2_valid <= 0;
    out <= 0;
    r0 <= 0;
    r1 <= 0;
    r2 <= 0;
    r3 <= 0;
    r4 <= 0;
    r5 <= 0;
    r6 <= 0;
    r7 <= 0;
    r8 <= 0;
    r9 <= 0;
    r10 <= 0;
    r11 <= 0;
    r12 <= 0;
    r13 <= 0;
    r14 <= 0;
    r15 <= 0;
  end
  else begin
    s1_valid <= in_valid;
    s2_valid <= s1_valid;
    out_valid <= s2_valid;
    s1_opcode <= instruction[13:12];
    s2_opcode <= s1_opcode;
    out <= s2_result[7:0];
    s1_rsaddr <= instruction[11:8];
    s1_rtaddr <= instruction[7:4];
    if(s2_opcode != 2'b11 && instruction[13:12] != 2'b10)begin
      if(instruction[11:8] == s2_target)begin
        case(instruction[11:8])
          4'd0: r0 = s2_result;
          4'd1: r1 = s2_result;
          4'd2: r2 = s2_result;
          4'd3: r3 = s2_result;
          4'd4: r4 = s2_result;
          4'd5: r5 = s2_result;
          4'd6: r6 = s2_result;
          4'd7: r7 = s2_result;
          4'd8: r8 = s2_result;
          4'd9: r9 = s2_result;
          4'd10: r10 = s2_result;
          4'd11: r11 = s2_result;
          4'd12: r12 = s2_result;
          4'd13: r13 = s2_result;
          4'd14: r14 = s2_result;
          4'd15: r15 = s2_result;
        endcase
      end
      else if(instruction[7:4] == s2_target)begin
        case(instruction[7:4])
          4'd0: r0 = s2_result;
          4'd1: r1 = s2_result;
          4'd2: r2 = s2_result;
          4'd3: r3 = s2_result;
          4'd4: r4 = s2_result;
          4'd5: r5 = s2_result;
          4'd6: r6 = s2_result;
          4'd7: r7 = s2_result;
          4'd8: r8 = s2_result;
          4'd9: r9 = s2_result;
          4'd10: r10 = s2_result;
          4'd11: r11 = s2_result;
          4'd12: r12 = s2_result;
          4'd13: r13 = s2_result;
          4'd14: r14 = s2_result;
          4'd15: r15 = s2_result;
        endcase
      end
    end
    case (instruction[11:8])
      4'd0: s1_rs <= r0;
      4'd1: s1_rs <= r1;
      4'd2: s1_rs <= r2;
      4'd3: s1_rs <= r3;
      4'd4: s1_rs <= r4;
      4'd5: s1_rs <= r5;
      4'd6: s1_rs <= r6;
      4'd7: s1_rs <= r7;
      4'd8: s1_rs <= r8;
      4'd9: s1_rs <= r9;
      4'd10: s1_rs <= r10;
      4'd11: s1_rs <= r11;
      4'd12: s1_rs <= r12;
      4'd13: s1_rs <= r13;
      4'd14: s1_rs <= r14;
      4'd15: s1_rs <= r15;
    endcase
    case (instruction[7:4])
      4'd0: s1_rt <= r0;
      4'd1: s1_rt <= r1;
      4'd2: s1_rt <= r2;
      4'd3: s1_rt <= r3;
      4'd4: s1_rt <= r4;
      4'd5: s1_rt <= r5;
      4'd6: s1_rt <= r6;
      4'd7: s1_rt <= r7;
      4'd8: s1_rt <= r8;
      4'd9: s1_rt <= r9;
      4'd10: s1_rt <= r10;
      4'd11: s1_rt <= r11;
      4'd12: s1_rt <= r12;
      4'd13: s1_rt <= r13;
      4'd14: s1_rt <= r14;
      4'd15: s1_rt <= r15;
    endcase
    if(instruction[13:12] == 2'b10) s1_target <= instruction[11:8];
    else s1_target <= instruction[3:0];
    s1_writedata <= instruction[7:0];
    s2_target <= s1_target;
    if(s2_opcode != 2'b11 && s1_opcode != 2'b10)begin
      if(s1_rsaddr == s2_target) s1_rs = s2_result;
      else if(s1_rtaddr == s2_target) s1_rt = s2_result;
    end
    case (s1_opcode)
      2'b00: s2_result <= s1_rs + s1_rt;
      2'b01: s2_result <= s1_rs * s1_rt;
      2'b10: s2_result <= s1_writedata;
      2'b11: s2_result <= s1_rs;
    endcase
    if(s2_opcode == 2'b00 || s2_opcode == 2'b01 || s2_opcode == 2'b10)begin
      case (s2_target)
        4'd0: r0 <= s2_result;
        4'd1: r1 <= s2_result;
        4'd2: r2 <= s2_result;
        4'd3: r3 <= s2_result;
        4'd4: r4 <= s2_result;
        4'd5: r5 <= s2_result;
        4'd6: r6 <= s2_result;
        4'd7: r7 <= s2_result;
        4'd8: r8 <= s2_result;
        4'd9: r9 <= s2_result;
        4'd10: r10 <= s2_result;
        4'd11: r11 <= s2_result;
        4'd12: r12 <= s2_result;
        4'd13: r13 <= s2_result;
        4'd14: r14 <= s2_result;
        4'd15: r15 <= s2_result;
      endcase
    end
  end
end
endmodule
</file>
<file path="flow/run.sh">
#!/bin/bash
# OpenROAD 26Q1-2900-gdf79404cd8, Yosys 0.63+post, stock flow scripts
make -C /OpenROAD-flow-scripts/flow DESIGN_CONFIG=/design/flow/config.mk WORK_HOME=/design/flow/orfs finish
</file>
<file path="flow/config.mk">
export PLATFORM = sky130hd
export DESIGN_NAME = SP
export DESIGN_NICKNAME = SP
export VERILOG_FILES = /design/flow/design.v
export SDC_FILE = /design/flow/constraint.sdc
export NUM_CORES = 4
export LEC_CHECK = 1
export CORE_UTILIZATION = 50
</file>
<file path="flow/constraint.sdc">
current_design SP

set clk_period 10.1
set clk_io_pct 0.2

create_clock -name clk0 -period $clk_period [get_ports {clk}]

set non_clock_inputs [all_inputs -no_clocks]
set_input_delay [expr $clk_period * $clk_io_pct] -clock clk0 $non_clock_inputs
set_output_delay [expr $clk_period * $clk_io_pct] -clock clk0 [all_outputs]
</file>
==> results.txt <==
Update from the flow run.

The run finished with clean final reports. OpenSTA, run right after detailed placement, puts the worst setup slack at 4.13 ns. The number of sinks on the clock net is 59. STA shows the worst reg2reg path with a cell count of 22. The number of antenna violations at the first check in global routing is 0. The register area share after synthesis is 44.6%. The final max-slew violation count recorded for this run is 0.

The die width is 88.3 um. Per the post-synthesis report, the number of cells in the design is 310. STA classifies the critical path startpoint as a register. The die covers 7790 um^2. The kind of critical path is register to register. After detailed routing, the number of remaining DRC violations is 0. The fraction of layout instances using a drive strength above 1 is 12.9%. The number of placement rows is 31.

The pin closest to its max-slew limit shows a slew of 0.702 ns. The total cell area at the placement stage is 4030 um^2. The core region is 7210 um^2. STA reports a reg2reg setup slack of 4.14 ns.

The floorplan utilization is 51.6%. The final route contains 2,394 vias. Per the synth stats, the proportion of register bits with asynchronous set or reset is 0%. Per the layout report, the design carries 618 filler cells.

The first global-routing pass estimated 12,700 um of wire. The vertical die dimension reported for this design is 88.3 um. The fraction of power spent switching nets is 32.4%.

The total of hold buffers inserted after clock tree synthesis is 0. The most frequent logic cell in the layout is sky130_fd_sc_hd__edfxtp_1. According to the Yosys statistics, the synthesized design has a chip area of 3720 um^2. The routed design could run at a clock period as short as 5.96 ns. The terminus of the critical flop-to-flop path is s2_result[7]. Timing would allow up to 168 MHz. Measured against its own limit, the worst slew margin works out to 53.2%.

Combinational logic burns 39.8% of the power. The sequential share of power is 35.9%. The sequential cell area in the final layout is 1660 um^2. Once detailed placement completed, the half-perimeter wirelength came to 5870 um. The synthesized design contains 59 register bits. In the final report, the number of hold violations comes to 0. Setup repair after global routing left no endpoint under its margin. The worst voltage drop across the vdd grid is 0.000128 V. The number of levels in the clock H-tree is 3. The clock insertion delay at the later pin of the skew report is 0.33 ns. The average instance area after synthesis is 12.0 um^2. For the final database, setup skew stands at 0.00753 ns. The leakage power total is 1.74 nW. The count of max-cap constraint violations is 0. The synthesis report lists the Yosys warning total as 1.

The TritonCTS clock tree is yes. Sorting the synthesized cells by area gives the leading types as sky130_fd_sc_hd__edfxtp_1 39%, sky130_fd_sc_hd__ha_1 7.7%, sky130_fd_sc_hd__fa_1 7.0%. The count of placed standard cells including taps is 425. Of all cell types, the one taking the most synthesized area is sky130_fd_sc_hd__edfxtp_1. The via count of the first global-routing pass is 2,395.

The post-layout worst setup margin is 4.14 ns. The nature of the critical path endpoint is a register. The start of the worst register-to-register path is s2_target[0]. Pin placement for this block handled 27 I/O pins. Of the post-synthesis cell area, the dominant cell type holds 38.7%. Per the CTS log, the buffer count on the longest clock path is 2.

The highest net fanout along the worst path is 16. The clock transition at the register clock pins on the worst setup and hold paths after CTS is 0.07 ns. The total global-route track usage is 23.8%.

The combinational gate area is 1820 um^2. The routed wire length per instance is 17.3 um. The count of cell types in the netlist is 43. In the Yosys report the total cell count is 310.

Post-CTS timing repair inserted 0 buffers for setup. The total of cells resized after clock tree synthesis is 0. The number of DRC markers after the initial detailed-route iteration is 165. Entering global routing, the biggest net connects 49 pins.

Per report_power, the clock group accounts for 24.3% of the total. STA puts the critical path data arrival time at 6.04 ns. In this run the clock root is driven by a sky130_fd_sc_hd__clkbuf_8. The total congestion overflow is 0. The post-synth tally of flip-flops with integrated enable is 48. The number of nets with antenna violations after routing is 0. The antenna diode count is 0. The worst hold path begins at s1_target[2]. Post-route period utilization is reported as 59.0%. The first TritonRoute pass finished after 4 iterations.

Per the TritonCTS log, the buffer count is 9. Note that the worst hold path type here is register to register. The report gives the cell count of the worst hold path as 0. The logs give a warning total of 25. The post-synthesis instance area is 3720 um^2. Total power normalized to cell area comes to 210 nW/um^2.

Ranking logic cells in the layout by count gives the top entries 48 x sky130_fd_sc_hd__edfxtp_1, 40 x sky130_fd_sc_hd__inv_1, 25 x sky130_fd_sc_hd__clkdlybuf4s50_1, 23 x sky130_fd_sc_hd__ha_1, 19 x sky130_fd_sc_hd__nand2_1. The worst hold path terminates at s2_target[2]. The beginning of the critical path is s2_target[0]. The area overhead of the layout relative to synthesis is 13.9%.

Once layout is complete, the utilization of the core stands at 58.8%. The setup-violating endpoint count in the final report is 0. For the final routed database, the setup TNS stands at 0 ns. Input and output buffers added on the ports amount to 25. The placement summary gives the final routability congestion estimate as 0.990. After the flow finishes, the layout carries non-filler instances totaling 441. The internal power summed over all cells is 0.601 mW. The most common flop cell mapped by yosys is sky130_fd_sc_hd__edfxtp_1. The final routed wirelength across all metal layers is 7610 um. Summing all non-filler instances in the final layout gives an area of 4240 um^2.

The number of vias per cell is 5.43. For this design the total switching power over the nets is 0.288 mW. STA puts the critical path data required time at 10.18 ns.
[critical path, stage by stage, from the launching register on]
cell                       delay (ns)
sky130_fd_sc_hd__edfxtp_1        0.45
sky130_fd_sc_hd__xnor2_1         0.21
sky130_fd_sc_hd__and4_1          0.67
sky130_fd_sc_hd__nand3_1         0.20
sky130_fd_sc_hd__and2_1          0.24
sky130_fd_sc_hd__inv_1           0.17
sky130_fd_sc_hd__ha_1            0.22
sky130_fd_sc_hd__inv_1           0.07
sky130_fd_sc_hd__fa_1            0.40
sky130_fd_sc_hd__inv_1           0.08
sky130_fd_sc_hd__fa_1            0.42
sky130_fd_sc_hd__ha_1            0.29
sky130_fd_sc_hd__inv_1           0.05
sky130_fd_sc_hd__fa_1            0.52
sky130_fd_sc_hd__inv_1           0.04
sky130_fd_sc_hd__ha_1            0.33
sky130_fd_sc_hd__a21o_1          0.17
sky130_fd_sc_hd__a21oi_1         0.16
sky130_fd_sc_hd__xnor2_1         0.25
sky130_fd_sc_hd__xnor2_2         0.17
sky130_fd_sc_hd__xnor3_1         0.33
sky130_fd_sc_hd__mux2i_1         0.13
sky130_fd_sc_hd__o311a_1         0.12
[flip-flops by register name, indices dropped and copies added, names as in the netlist, 2 cells and up]
name,cells
out,8
s1_opcode,2
s1_rs,8
s1_rsaddr,4
s1_rt,8
s1_rtaddr,4
s1_target,4
s1_writedata,4
s2_opcode,2
s2_result,8
s2_target,4
[Yosys cell counts, drive strengths merged, types with 10 or more instances]
master  instances
xnor2          21
fa             13
dfxtp          11
ha             23
o21ai          12
a21oi          10
nor2           14
nor2b          12
inv            43
edfxtp         48
nand2          19
[power groups by stage]
stage | registers, mW | logic (mW) | clock network [mW]
after global routing | 0.322 | 0.402 | 0.233
final | 0.319 | 0.354 | 0.216
after CTS | 0.319 | 0.359 | 0.224
[cells by family after synthesis]
kind of cell | synth area share [%]
buffers and inverters | 6.55
AND/OR/NAND/NOR | 10.1
XOR/XNOR | 8.27
other | 0.101
AND-OR/OR-AND | 9.88
multiplexers | 5.71
flip-flops | 44.6
adder cells (fa/ha/maj) | 14.7
[layout make-up]
type                       count  share of cell area, %
sequential                    59                   39.2
inverter                      43                   3.87
clock inverter                 3                  0.384
tap                           99                   2.92
timing repair buffer          27                   6.26
clock buffer                  13                   4.52
multi-input combinational    197                   42.9
[metrics by stage]
stage                     power (mW)  hold WS (ns)
after floorplan                0.590         0.400
final                          0.889         0.417
after detailed placement       0.682         0.405
after global routing           0.957         0.439
after global placement         0.681         0.402
after CTS                      0.902         0.420
[how the worst max path moves through the flow]
stage	endpoint	slack [ns]	depth (start not counted)
4_1_cts	s2_result[7]	4.12	22
5_1_grt	s2_result[7]	3.77	22
6_report	s2_result[7]	4.14	22
[routing by layer]
layer	part of all wire (%)	global-route usage, %	vias up
li1	-	-	1140
met1	46	39.7	1127
met2	44	33.7	113
met3	8.0	7.38	14
met4	2.1	4.99	0
met5	0	0	-
Power figures rest on the tool's default switching activity, not on a simulated workload.
